$ cat design.v
module EXE_stage_reg #(parameter BIT_NUMBER = 32) (
  input clk, rst,
  input wb_en_in, mem_r_en_in, mem_w_en_in,
  input [BIT_NUMBER - 1:0] alu_result_in, val_rm_in,
  input [3:0] dest_in,
  output reg wb_en, mem_r_en, mem_w_en,
  output reg [BIT_NUMBER - 1:0] alu_result, val_rm,
  output reg [3:0] dest
  );
  always @ ( posedge clk, posedge rst ) begin
    if (rst) begin
      {wb_en, mem_r_en, mem_w_en,alu_result, val_rm, dest} = 71'b0;
    end
    else begin
      {wb_en, mem_r_en, mem_w_en, alu_result, val_rm, dest} = 
      {wb_en_in, mem_r_en_in, mem_w_en_in, alu_result_in, val_rm_in, dest_in};
    end
  end
endmodule
$ cat constraint.sdc
current_design EXE_stage_reg

set clk_period 1.0
set clk_io_pct 0.2

create_clock -name clk0 -period $clk_period [get_ports {clk}]

set non_clock_inputs [all_inputs -no_clocks]
set_input_delay [expr $clk_period * $clk_io_pct] -clock clk0 $non_clock_inputs
set_output_delay [expr $clk_period * $clk_io_pct] -clock clk0 [all_outputs]
$ cat config.mk
export PLATFORM = sky130hd
export DESIGN_NAME = EXE_stage_reg
export DESIGN_NICKNAME = EXE_stage_reg
export VERILOG_FILES = /design/flow/design.v
export SDC_FILE = /design/flow/constraint.sdc
export NUM_CORES = 4
export LEC_CHECK = 1
export CORE_UTILIZATION = 40
$ cat run.sh
#!/bin/bash
# OpenROAD 26Q1-2900-gdf79404cd8, Yosys 0.63+post, stock flow scripts
make -C /OpenROAD-flow-scripts/flow DESIGN_CONFIG=/design/flow/config.mk WORK_HOME=/design/flow/orfs finish
==> impl_metrics.ini <==
; yosys + openroad results
[synthesis]
ys_cells = 72
avgSynthCellArea_um2 = 24.7
yosys-top-cells-count = 71 x dfrtp_1, 1 x inv_1
yosysChipArea_um2 = 1780
yosysMostFrequentCell = dfrtp_1
top_cells_by_area = dfrtp_1 100%, inv_1 0.21%
synth_top_area_share_pct = 99.8
numSynthFlops = 71
async_flop_share_pct = 100
postSynthCellCount = 72
ys_types = 2
top_area_cell = dfrtp_1
ff_type = dfrtp_1
syn-cell-area_um2 = 1780
yosysSeqAreaShare_pct = 99.8
edf_count = 0
yosysWarnings = 1

[finish]
drive_gt1_share_pct = 37.5
finalNonFillerCells = 282
n_fill_cell = 287
syn2layout_area_growth_pct = 76.4
comb_cells = 0
comb_area_um2 = 0
stdcell_area_um2 = 3140

[grt]
grtUsageMet1_pct = 34.7
overflow = 0
grtUsageTotal_pct = 27.4
busiest_layer = met2
grt_max_degree = 39
grt_use_met3_pct = 16.2
antenna_found_initial = 0
grt_pass1_vias = 1409
grtUsageMet2_pct = 41.5
grt_pass1_wl_um = 7980

[status]
violations = setup timing
status = finished, violations left

[floorplan]
placementRows = 23
die-height_um = 68.7
fp_util_pct = 43.0
io_pins = 144
die_area_um2 = 4720
die_w_um = 68.7
core_area_um2 = 4140

[sta]
slew_headroom_pct = 86.9
tns_ns = -0.508
setup_viol = 22
fmax_mhz = 906
finalCritPeriodShare_pct = 110
grt_setup_unrepaired = true
max_slew.worst_pin.slew_ns = 0.197
finalMaxSlewViolations = 0
layout_setup_ws_ns = -0.104
whs_ns = 0.300
fin_crit_ns = 1.10
finalHoldViolCount = 0

[hold_path]
hp-class = in2async

[detailed_routing]
wl_per_cell_um = 20.3
routed_via_density = 4.47
drt_pass1_iterations = 3
post-route-drc-count = 0
diodes = 0
drtIter0Drc = 77
vias = 1261
drtAntennaViolNets = 0
routed_wl_um = 5720

[run]
cap_viol_max_count = 0
warnings = 28

[critical_path]
cpPeakStageDelay_ns = 0.43
required_ns = 0.80
crit_slowest_cell = dfrtp_1
crit_chain = buf_6
critPathKind = reg2out
cp_max_fo = 1
cp.arrival_ns = 0.90
startpoint_type = register
worst_setup_path_end_kind = output pin
critPathBufInv = 1
crit_family = flip-flops

[place]
place_congestion = 0.752
place_hpwl_um = 3880
numPortBuffers = 143
placed_cell_area_um2 = 3330
placedCellCount = 268

[pwr]
total_power_w = 0.00544
cellPowerDensity_nw_per_um2 = 1730
power_leakage_nw = 1.50
ir_worst_vdd_mv = 1.14

[clock_tree]
clkTransAtPathRegs_ns = 0.06
root_buffer = clkbuf_8
cts_inserted_buffers = 9
clk_path_buf_depth = 2
cts_tree = done
post_cts_buffers = 0
hold_buffers = 0
cts_sinks = 71
htree_levels = 3
sequential cells by signal, summed over array words and instances, names as in the netlist:
signal      count
alu_result     32
val_rm         32
dest            4
mem_r_en        1
mem_w_en        1
wb_en           1
per-layer routing:
| metal | wire length (µm) | vias to the layer above | share of wire (%) |
|---|---|---|---|
| met5 | 0 | - | 0 |
| met2 | 2590 | 114 | 45 |
| met4 | 187 | 0 | 3.3 |
| met3 | 1040 | 18 | 18 |
| li1 | - | 533 | - |
| met1 | 1910 | 596 | 33 |
metrics by stage:
step	util [%]	setup slack, ns
finish	75.8	-0.104
global route	75.8	-0.144
CTS	75.6	-0.107
detailed placement	80.3	-0.0335
global placement	80.3	0.00713
floorplan	-	0.0160
final timing paths:
kind / start / end / depth (start not counted)
max in group asynchronous: rst / val_rm[26] / 3
max: alu_result[30] / alu_result[30] / 1
min in group clk0: val_rm_in[17] / val_rm[17] / 1
min: rst / wb_en / 3
what timing repair did:
action / 4_1_cts / 5_1_grt
pin swaps: 0 / 0
setup endpoints to repair: 71 / 71
gates resized: 223 / 1
cells by family after synthesis:
| group | count (synthesis) | share of synthesized area (%) |
|---|---|---|
| flip-flops | 71 | 99.8 |
| buffers and inverters | 1 | 0.211 |
power breakdown:
group	internal, W	switching (W)
Sequential	0.00302	0.0000437
Combinational	0.000357	0.000139
Clock	0.00101	0.000878
Total	0.00438	0.00106
layout make-up:
type                    count  area [µm²]  share of cell area, %
clock buffers              13         159                   5.06
repair buffers            146        1130                   36.0
inverters                   1        7.51                  0.239
flip-flops and latches     71        1780                   56.6
clock inverters             1        5.00                  0.159
well taps                  50        62.6                   1.99
cell usage in the layout (no fill, tap or decap):
master	instances
clkinvlp_4	1
dfrtp_1	71
buf_12	2
clkinv_2	1
clkdlybuf4s50_1	72
buf_4	1
buf_6	1
clkbuf_1	2
clkbuf_8	11
buf_2	70
No activity file was given, so power comes from the tool's default toggle rates.
