### design/flow/config.mk
export PLATFORM = sky130hd
export DESIGN_NAME = MEM_stage_reg
export DESIGN_NICKNAME = MEM_stage_reg
export VERILOG_FILES = /design/flow/design.v
export SDC_FILE = /design/flow/constraint.sdc
export NUM_CORES = 4
export LEC_CHECK = 1
export CORE_UTILIZATION = 30
### design/flow/constraint.sdc
current_design MEM_stage_reg

set clk_period 1.0
set clk_io_pct 0.2

create_clock -name clk0 -period $clk_period [get_ports {clk}]

set non_clock_inputs [all_inputs -no_clocks]
set_input_delay [expr $clk_period * $clk_io_pct] -clock clk0 $non_clock_inputs
set_output_delay [expr $clk_period * $clk_io_pct] -clock clk0 [all_outputs]
### design/flow/design.v
module MEM_stage_reg #(parameter BIT_NUMBER = 32) (
  input clk, rst, WB_en_in, Mem_R_en_in,
  input [BIT_NUMBER-1:0] ALU_result_in, Mem_read_value_in,
  input [3:0] Dest_in,
  output WB_en, Mem_R_en, 
  output [BIT_NUMBER-1:0] ALU_result, Mem_read_value,
  output [3:0] Dest
  );
  Register #(.BIT_NUMBER(1)) wb_en_reg (.in(WB_en_in), .rst(rst), .clk(clk),
                                      	.freeze(1'b0), .out(WB_en));
  Register #(.BIT_NUMBER(1)) Mem_R_en_reg (.in(Mem_R_en_in), .rst(rst), .clk(clk),
                                          	.freeze(1'b0), .out(Mem_R_en));
  Register #(.BIT_NUMBER(BIT_NUMBER)) ALU_result_reg (.in(ALU_result_in), .rst(rst), .clk(clk),
                                       					.freeze(1'b0), .out(ALU_result));
  Register #(.BIT_NUMBER(BIT_NUMBER)) Mem_read_value_reg (.in(Mem_read_value_in), .rst(rst), .clk(clk),
                                                   		.freeze(1'b0), .out(Mem_read_value));
  Register #(.BIT_NUMBER(4)) dest_reg (.in(Dest_in), .rst(rst), .clk(clk),
                   							.freeze(1'b0), .out(Dest));
endmodule
module Register #(parameter  BIT_NUMBER = 32)
  (input [BIT_NUMBER-1:0] in, input freeze, clk, rst, output reg [BIT_NUMBER-1:0] out);
  always @ (posedge clk, posedge rst) begin
    if (rst)
      out <= 0;
    else if (freeze == 0) begin
      out <= in;
    end
  end
endmodule
### design/flow/run.sh
#!/bin/bash
# OpenROAD 26Q1-2900-gdf79404cd8, Yosys 0.63+post, stock flow scripts
make -C /OpenROAD-flow-scripts/flow DESIGN_CONFIG=/design/flow/config.mk WORK_HOME=/design/flow/orfs finish
==> results.txt <==
State of the implementation.

- Summing all placed instances gives a cell area of 0.00332 sq mm.
- The highest layer touched by signal routing is met4.
- The number of placed I/O pins is 142, for reference.
- In the detailed route, the total length drawn on met2 is 1820 um.
- Per the post-synthesis report, the number of cells in the design is 71.
- The cell sequence reported for the critical path is buf_2.
- The number of OpenROAD warnings is 27, for reference.
- The sum of routed wire length over all layers is 3700 um, for reference.
- The final timing report counts setup violations totalling 5.
- The endpoint kind of the worst setup timing path is an output port, for reference.
- The flow ran to the end, but the final reports show violations.
- The average instance in the mapped netlist occupies 24.7 sq um.
- The maximum clock frequency is 994 MHz, for reference.
- For this run, combinational gates with multiple inputs come to 0.
- The clock period minus final worst setup slack is 1010 ps, for reference.
- Clock tree synthesis found a total of 70 sinks.
- The buffer-and-inverter tally for the worst setup path is 1, for reference.
- STA classifies the critical path startpoint as a flip-flop.
- The biggest cell delay along the critical path is 370 ps, for reference.
- Of the cells placed in the final design, the portion with a size suffix greater than 1 is 0.381.
- The script logs the mean routed wire length per placed instance as 12.2 um.
- The horizontal die dimension reported for this design is 78.5 um.
- The ratio of total power to cell area is 1700 mW/mm^2, for reference.
- According to the hold report, the worst path is of the input pin to async pin type.
- The worst setup slack before clock tree synthesis is 14.7 ps, for reference.
- On the critical path the data arrives at 810 ps.
- The total vias in the final route is 1152, for reference.
- The slew check shows that the tightest pin keeps a relative margin of 0.905.
- Overall routing resource usage recorded by global route was 0.130.
- For this run, the number of Yosys warnings is 3.
- The initial antenna violation count is 0, for reference.
- After filler insertion, the fill cell instance count of the layout stands at 467.
- The number of setup buffers added after CTS is 0.
- From synthesis to final layout, the design area changed by 78.8%.
- Counting endpoints that fail hold in the final report gives 0.
- The cell class contributing the biggest share of worst-path delay is flip-flops, for reference.
- TritonCTS built the clock tree.
- Per the CTS log, the buffer count on the longest clock path is 2.
- Among logic cells in the layout, the one with the most instances is sky130_fd_sc_hd__clkdlybuf4s50_1.
- The floorplan step records an initial core utilization of 0.315.
- The critical path's slowest cell is sky130_fd_sc_hd__dfrtp_1, for reference.
- Across the run, the number of max-cap violations was 0.
- The type of the worst setup path is flip-flop to output port, for reference.
- The post-synthesis sequential element count is 70, for reference.
- Of the available clock period, the critical path in the final layout requires 1.01.
- Setup repair after global routing could not meet its margin everywhere.
- The residual overflow from global routing is 0, for reference.
- The multi-input gate area in the final layout is 0 sq um, for reference.
- The final reports fail on negative setup slack.
- CTS added clock buffers totalling 9.
- After synthesis, the chip area reported by Yosys is 0.00176 sq mm.
- Nets still carrying antenna violations after routing amount to 0.
- The post-route setup TNS is -12.7 ps, for reference.
- For this design, Yosys synthesis ends with a cell count of 71.
- The iteration count recorded for the first detailed-route pass is 4.
- The final timing report gives a worst setup slack of -6.11 ps.
- The count of inserted antenna diode cells is 0, for reference.
- The detailed router finished its first iteration with 16 violations.
- The H-tree depth reported by CTS is 3, for reference.
- The total number of placement rows is 27, for reference.
- In the final routing, the length of wire on met1 measures 1280 um.
- The wire-length estimate of the detail-placed layout is 2830 um.
- The share of the yosys chip area belonging to registers is 0.998, for reference.
- The placement summary gives the final routability congestion estimate as 0.731.
- The buffer_ports step reported a buffer count of 141.
- The first global-routing pass estimated 5820 um of wire.
- The synthesized area is 0.00176 sq mm, for reference.
- The clock-pin transition on the worst setup and hold timing paths is 60 ps, for reference.
- The via density per instance is 3.80, for reference.
- The area of the core is 0.00557 sq mm, for reference.
- Entering global routing, the biggest net connects 27 pins.
- The required time of the critical path is 800 ps, for reference.
- The transition time at the pin with the least slew margin is 142 ps, for reference.
- Per the detail_route log, met3 wirelength is 541 um.
- The highest supply drop recorded on VDD is 1050 uV.
- The vertical die dimension reported for this design is 78.5 um.
- The number of global-route vias before repair was 1234.
- In the layout the commonest cells are 71 x sky130_fd_sc_hd__clkdlybuf4s50_1, 70 x sky130_fd_sc_hd__dfrtp_1, 70 x sky130_fd_sc_hd__buf_2.
- The maximum fanout encountered on the critical timing path is 1, for reference.
- The hold buffer count at cts is 0, for reference.
- The root buffer selected by CTS is sky130_fd_sc_hd__clkbuf_8, for reference.
- After synthesis, the netlist uses 2 different library cells.
- The power report puts the leakage power at 1.48 nW.
- The number of max-slew violations in the final report is 0, for reference.
- The die outline area is 0.00616 sq mm, for reference.
- The post-route DRC violation count is 0, for reference.
- The post-route standard cell area excluding fillers is 0.00314 sq mm, for reference.
-- layout make-up --
| class | count | area [sq um] | share of cell area |
|---|---|---|---|
| clock buffers | 12 | 145 | 0.0463 |
| clock inverters | 4 | 22.5 | 0.00718 |
| inverters | 1 | 7.51 | 0.00239 |
| flip-flops and latches | 70 | 1750 | 0.558 |
| well taps | 72 | 90.1 | 0.0287 |
| repair buffers | 144 | 1120 | 0.357 |
-- report_power, final --
part / switching, mW / total (mW) / internal, mW
combinational: 0.108 / 0.460 / 0.352
clock: 0.922 / 1.88 / 0.955
sequential: 0.0300 / 3.00 / 2.97
total: 1.06 / 5.34 / 4.28
-- through the flow --
step | hold slack [ps] | power, mW | utilization | cells
after floorplan | 231 | 3.07 | - | 71
after global placement | 646 | 3.66 | 0.596 | 287
after detailed placement | 647 | 3.67 | 0.596 | 287
after CTS | 282 | 5.44 | 0.563 | 303
after global routing | 272 | 5.64 | 0.563 | 303
final | 299 | 5.34 | 0.563 | 303
-- worst paths after layout --
path	start	to	depth (start not counted)
worst max-delay path	ALU_result_reg.out[19]	ALU_result[19]	1
worst min-delay path	rst	ALU_result_reg.out[10]	3
max in group asynchronous	rst	ALU_result_reg.out[2]	3
min in group clk0	ALU_result_in[31]	ALU_result_reg.out[31]	1
-- layer usage --
metal,vias up,track usage
met5,-,0
met4,0,0.0185
met3,5,0.0815
met2,83,0.211
met1,539,0.153
li1,525,-
-- cell usage after synthesis --
library cell | instances | area share
sky130_fd_sc_hd__inv_1 | 1 | 0.0021
sky130_fd_sc_hd__dfrtp_1 | 70 | 1.0
-- flip-flops by register name (all words and copies together), names as in the netlist --
signal,count
ALU_result_reg.out,32
Mem_R_en_reg.out,1
Mem_read_value_reg.out,32
dest_reg.out,4
wb_en_reg.out,1
-- cell families (layout without fill, tap and decap cells) --
kind of cell,count (synthesis),count (layout),share of synthesized area
flops,70,70,0.998
buf+inv,1,161,0.00214
-- what timing repair did --
item,CTS,global route
resized,210,0
endpoints found under the setup margin,70,70
hold endpoints to repair,0,0
No activity file was given, so power comes from the tool's default toggle rates.
